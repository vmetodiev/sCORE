### design/flow/config.mk
export PLATFORM = sky130hd
export DESIGN_NAME = full_add
export DESIGN_NICKNAME = full_add
export VERILOG_FILES = /design/flow/design.v
export SDC_FILE = /design/flow/constraint.sdc
export NUM_CORES = 4
export LEC_CHECK = 1
export CORE_AREA = 10 10 70 70
export DIE_AREA = 0 0 80 80
### design/flow/constraint.sdc
current_design full_add

set clk_period 4.7
set clk_io_pct 0.2

create_clock -name clk0 -period $clk_period

set non_clock_inputs [all_inputs -no_clocks]
set_input_delay [expr $clk_period * $clk_io_pct] -clock clk0 $non_clock_inputs
set_output_delay [expr $clk_period * $clk_io_pct] -clock clk0 [all_outputs]
### design/flow/design.v
module full_add
    #(parameter N = 8)
        (
            input_a,
            input_b,
            input_carry,
            output_sum,
            output_carry 
        );
    input wire [N-1 : 0] input_a;
    input wire [N-1 : 0] input_b;
    input wire input_carry;
    output wire [N-1 : 0] output_sum;
    output wire output_carry;
    assign { output_carry, output_sum } = input_a + input_b + input_carry;
endmodule
### design/flow/run.sh
#!/bin/bash
# OpenROAD 26Q1-2900-gdf79404cd8, Yosys 0.63+post, stock flow scripts
make -C /OpenROAD-flow-scripts/flow DESIGN_CONFIG=/design/flow/config.mk WORK_HOME=/design/flow/orfs finish
==> Slide: Implementation Results <==
Key Metrics from the Run

Placement
  • Placer Congestion: 0.805
  • Placed Instance Area: 649 um^2
  • Placed insts: 114
  • Hpwl dp: 999 um
  • # port buffers: 26

Cells and area
  • Fin cells: 114
  • Post-route cell area: 649 um^2
  • Seq cells: 0
  • Share of post-route cells with drive strength above 1: 0.0147
  • Area growth, synth to finish: 95.8%
  • Register area: 0 um^2
  • Clk_buf instances: 0
  • Final Util: 0.190

Pwr
  • Post-route total power: 83.2 uW
  • Net Sw Frac: 0.339
  • Clock power frac: 0
  • Worst vdd ir: 0.0470 mV
  • Switching power: 28.2 uW
  • PD cells: 128 nW/um^2
  • Power share of the combinational group: 1.000
  • Internal: 55.0 uW
  • Leak pwr: 0.000258 uW
  • Sequential power share: 0

Synth
  • Cell area after synthesis: 332 um^2
  • Post-Syn Area per Cell: 7.89 um^2
  • Yosys chip area: 332 um^2
  • Synth cell count leaders: 7 x ha_1, 5 x a21oi_1, 3 x nand2_1
  • Seq share, synth: 0
  • Top cell area share: 0.264
  • Cell Type Count: 20
  • Post-synth area hogs: ha_1 26%, fa_1 12%, a21oi_1 7.5%
  • Yosys warning tally: 0
  • Area leader, netlist: ha_1
  • Count leader, synth: ha_1
  • Mapped Cells: 42
  • # Cells Yosys: 42

Setup path
  • Top delay family on crit path: buffers and inverters
  • Max stage delay on crit path: 0.49 ns
  • Worst path bufs/invs: 2
  • Slowest cell on the critical path: clkdlybuf4s50_1
  • CP Launch Type: input pin
  • Worst Path Required: 3.76 ns
  • Worst endpoint data arrival time: 3.34 ns
  • WS Path Type: in2out
  • Crit-path cells: clkdlybuf4s50_1, fa_1, fa_1, a21oi_1, nor2_1, nor2_1, xnor2_1, clkdlybuf4s50_1
  • Maximum fanout along the worst path: 2
  • Nature of the critical path endpoint: output port

Final timing
  • Final hold viol count: 0
  • Setup violations, final: 0
  • Max_slew headroom: 0.767
  • Min cycle time layout: 4.28 ns
  • Fin crit share: 0.910
  • Slew of the pin with the lowest slew margin: 0.341 ns
  • Fmax: 0.234 GHz
  • RSZ-0062 raised after global routing: false
  • Max Slew Vio Count: 0
  • TNS Setup: 0 ns

Floorplan
  • Core area: 3420 um^2
  • Init Core Util: 0.0971
  • Die W: 80 um
  • Die area: 6400 um^2
  • Die Ht: 80 um
  • Io pins: 26
  • Rows: 21

Global routing
  • Gr usage total: 0.0335
  • Initial antenna violation count: 0
  • Largest net degree at the start of global routing: 7
  • Global-route wire length before repair: 1810 um
  • GRT Residual Overflow: 0
  • Vias in the first global route: 394

Job
  • Total tool warning count: 32
  • Maximum capacitance violations: 0

Outcome
  • Status: finished clean

Drt
  • Via count: 393
  • Drt pass-1 iters: 2
  • # DRC: 0
  • Routed WL per cell: 9.55 um
  • WL final: 1090 um
  • Post-route ant nets: 0
  • 1st-iter DRT viols: 8
  • N_diodes: 0
  • Via density: 3.45

Min path
  • Hold Path Class: in2out

Clock tree
  • PostCTS Resize Cnt: 0
  • Post-CTS setup buffers: 0
  • CTS Hold Bufs: 0
## power by group through the flow
stage / clock network (uW) / registers, uW / logic (uW)
CTS: 0 / 0 / 84.9
global route: 0 / 0 / 93.4
finish: 0 / 0 / 83.2
## logic make-up after synthesis
kind of cell             Yosys count  share of synthesized area
AND/OR/NAND/NOR                   12                      0.174
adder cells (fa/ha/maj)            9                      0.385
multiplexers                       1                     0.0302
buffers and inverters              3                     0.0340
XOR/XNOR                           4                      0.106
AND-OR/OR-AND                     13                      0.272
## per-layer routing
metal  vias up  GRT usage  wire length, um
met5         -          0                0
met4         0          0                0
met3         0     0.0125              149
met2        20     0.0465              369
met1       159     0.0504              570
li1        214          -                -
## cell usage in the layout, fill, tap and decap left out
cell              n
xor2_1            2
nand2_1           3
nand3_1           2
fa_1              2
nor4_1            1
nor2_1            2
a21o_1            2
o21ai_0           1
a2111oi_0         1
a221oi_1          1
clkdlybuf4s50_1  26
a311o_1           2
inv_2             1
xnor2_1           2
o21bai_1          1
a21oi_1           5
inv_1             2
nor2b_1           2
ha_1              7
mux2i_1           1
nor3_1            2
## worst paths after layout
kind,start,to,slack (ns),cells past startpoint
worst max-delay path,input_a[0],output_sum[6],0.42,8
worst min-delay path,input_carry,output_sum[0],2.96,3
## stage by stage
stage | hold slack (ns) | worst slack, ns
global route | 3.01 | 0.299
finish | 2.96 | 0.423
floorplan | 1.98 | 1.52
CTS | 2.97 | 0.406
detailed placement | 2.97 | 0.428
global placement | 2.97 | 0.457
## final cells by class
cell class         instances  area (um^2)
fillers                  384         2770
inverters                  3         11.3
multi-input cells         39          320
well taps                 46         57.6
repair buffers            26          260
No activity file was given, so power comes from the tool's default toggle rates.
