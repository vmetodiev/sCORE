==> design.v <==
`timescale 1ns / 1ps
module multi_bit_shift_register
    #(parameter POSITIONS = 8, 
      parameter WIDTH = 8)
        (
            clk,
            si,
            so
        );
    input wire clk;
    input wire [WIDTH-1 : 0] si;
    output wire [WIDTH-1 : 0] so;
    reg [WIDTH-1 : 0] shreg [POSITIONS-1 : 0];
    integer i;
    initial
    begin
        for ( i = 0; i < POSITIONS; i = i + 1 ) begin  
            shreg[i] = 0;
        end
    end
    always @(posedge clk)
    begin
        for ( i = 0; i < POSITIONS - 1; i = i + 1 ) begin  
            shreg[i+1] <= shreg[i];
            shreg[0] <= si;
        end
    end
    assign so = shreg[POSITIONS-1];
endmodule
==> run.sh <==
#!/bin/bash
# OpenROAD 26Q1-2900-gdf79404cd8, Yosys 0.63+post, stock flow scripts
make -C /OpenROAD-flow-scripts/flow DESIGN_CONFIG=/design/flow/config.mk WORK_HOME=/design/flow/orfs finish
==> config.mk <==
export PLATFORM = sky130hd
export DESIGN_NAME = multi_bit_shift_register
export DESIGN_NICKNAME = multi_bit_shift_register
export VERILOG_FILES = /design/flow/design.v
export SDC_FILE = /design/flow/constraint.sdc
export NUM_CORES = 4
export LEC_CHECK = 1
export CORE_AREA = 10 10 109 109
export DIE_AREA = 0 0 119 119
==> constraint.sdc <==
current_design multi_bit_shift_register

set clk_period 1.0
set clk_io_pct 0.2

create_clock -name clk0 -period $clk_period [get_ports {clk}]

set non_clock_inputs [all_inputs -no_clocks]
set_input_delay [expr $clk_period * $clk_io_pct] -clock clk0 $non_clock_inputs
set_output_delay [expr $clk_period * $clk_io_pct] -clock clk0 [all_outputs]
==> out/highlights.md <==
* **synthesis-to-finish area growth** 34.96%
* **Design Power** 0.004507 W
* **Net Sw Frac** 17.59%
* **Clock Skews** 0.004831 ns
* **Cells after Synth** 64
* **number of buffers created by CTS** 9
* **maximum number of buffers from clock root to sink** 2
* **depth of the worst register-to-register path** 0
* **tightest slew margin relative to the limit** 93.73%
* **power per cell area** 2606 nW/um2
* **worst path required time** 0.80 ns
* **via count of the first global-routing pass** 403
* **total global routing track utilization** 1.912%
* **worst setup slack after placement** 0.02106 ns
* **Ant. Diodes** 0
* **startpoint of the most critical hold path** shreg[1][6]$_DFF_P_
* **main area contributors after synthesis** sky130_fd_sc_hd__dfxtp_1
* **First DRT Iteration DRCs** 23
* **Critical Path Start** shreg[7][6]$_DFF_P_
* **power dissipated by switching net loads** 0.0007925 W
* **cell type contributing the most total cell area after synthesis** sky130_fd_sc_hd__dfxtp_1
* **clock root buffer** sky130_fd_sc_hd__clkbuf_8
* **Synth warnings** 2
* **outcome** complete, no violations
* **post-CTS repair timing setup buffer count** 0
* **Mapped Area** 1281 um2
* **final critical delay including setup and external delays** 0.9201 ns
* **setup violation total in the final timing report** 0
* **total routed wirelength** 1255 um
* **CTS tree** done
* **first-pass detailed-route iteration total** 2
* **arrival time of data at the critical path endpoint** 0.72 ns
* **overall via count from detail_route** 422
* **Pleak** 0.6870 nW
* **path class of the lowest-slack min-delay path** flip-flop to flip-flop
* **smallest setup slack after layout** 0.07990 ns
* **Clk pin slew, worst setup/hold paths** 0.06 ns
* **number of ports placed on the die boundary** 17
* **Avg Synthesized Cell Area** 20.02 um2
* **cell count in the Yosys report** 64
* **antenna violations before repair** 0
* **launch instance of the worst register-to-register path** shreg[1][0]$_DFF_P_
* **total cell area reported by yosys after synthesis** 1281 um2
* **Max Slew Vio Count** 0
* **Placement Rows** 36
* **share of the synthesized area in the top cell type** 100.0%
* **layout cell share with drive strength beyond 1** 22.58%
* **wire length of the first global-routing pass** 2035 um
* **vertical die dimension** 119 um
* **relative contribution of the clock network to total power** 38.8%
* **Unique masters post-synth** 1
* **area of the die** 14,160 um2
* **maximum frequency from static timing analysis** 1.087 GHz
* **ordered cell list for the critical path** buf_2
* **R2R setup slack** 0.60 ns
* **max-capacitance violation count** 0
* **post-route fraction of the period consumed by the critical path** 92.01%
* **end of the worst register-to-register path** shreg[2][0]$_DFF_P_
* **input/output buffers** 16
* **combinational group share of total power** 1.0%
* **post-cts hold-fix buffer tally** 0
* **most flop-heavy register** shreg
* **clock net sink count** 64
* **H-tree depth reported by CTS** 3
* **end point of the critical path** so[6]
* **share of synthesized area occupied by flip-flops and latches** 100.0%
* **Multi-input gate area** 0 um2
* **maximum fanout along the worst path** 1
* **type of the worst setup path** flip-flop to primary output
* **CP max stage cell** sky130_fd_sc_hd__dfxtp_2
* **Fill cells** 1,052
* **floorplan core area** 9639 um2
* **count of tool warnings** 25
* **drt drc** 0
* **peak supply drop** 1.040 mV
* **average wire per standard cell** 5.553 um
* **effective utilization at floorplan** 13.29%
* **ANT nets after route** 0
* **maximum single-stage delay on the critical path** 0.31 ns
* **kind of end point of the critical path** primary output
* **number of flip-flops under the largest register name** 64
* **Hold Vio Cnt, Final** 0
* **clock latency at the later pin of the worst-skew pair** 0.31 ns
* **Top Registers** shreg (64)
* **remaining global-route overflow** 0
* **Flops after synth** 64
* **number of placed instances with taps included** 213
* **multi-input combinational cell count** 0
* **setup repair after global routing missed its margin** false
* **Setup TNS** 0 ns
* **type of element launching the critical path** flip-flop
* **Largest delay share family, worst path** flip-flops
* **FF/Latch Area** 1282 um2
* **Final Instance Count excl. Fillers** 226
* **total internal power** 0.003714 W
* **Worst-Margin Slew** 0.09407 ns
* **relative contribution of sequential cells to total power** 60.2%
* **count of buffer and inverter cells on the critical path** 1
* **die outline width** 119 um
* **maximum number of pins on one net before global-route repair** 10
* **stages on the worst setup path** 1
* **weighted congestion at the end of routability-driven global placement** 0.6023
* **vias per cell** 1.867
[metrics by stage]
step	hold slack [ns]	utilization (%)	instance area [um2]
finish	0.3206	17.94	1729
global route	0.3014	17.94	1729
CTS	0.3101	17.94	1729
detailed placement	0.3121	16.68	1608
global placement	0.3106	16.68	1608
floorplan	0.2277	-	1281
[area by class of cell]
class                 instances  share of cell area, %
tap                         133                  9.624
sequential                   64                  74.17
clock buffer                 12                  8.973
timing repair buffer         16                  6.946
clock inverter                1                 0.2894
[how the worst min path moves through the flow]
stage	to	slack [ns]	cells past startpoint
CTS	shreg[0][7]$_DFF_P_	0.31	1
global route	shreg[0][7]$_DFF_P_	0.30	1
finish	shreg[2][6]$_DFF_P_	0.32	0
[placed cells by master, fill, tap and decap left out]
master	Yosys	final
sky130_fd_sc_hd__clkinv_2	0	1
sky130_fd_sc_hd__dfxtp_2	0	1
sky130_fd_sc_hd__clkbuf_1	0	1
sky130_fd_sc_hd__dfxtp_1	64	63
sky130_fd_sc_hd__buf_2	0	8
sky130_fd_sc_hd__clkbuf_8	0	11
sky130_fd_sc_hd__clkdlybuf4s50_1	0	8
[power groups by stage]
stage / Clock, W / Sequential, W / Combinational, W
6_report: 0.00175 / 0.00271 / 0.0000468
5_1_grt: 0.00197 / 0.00272 / 0.0000532
4_1_cts: 0.00183 / 0.00271 / 0.0000486
[repair_timing]
action / 4_1_cts / 5_1_grt
hold endpoints to repair: 0 / 0
setup endpoints to repair: 8 / 0
gates resized: 32 / 0
[metal layers]
metal  global-route usage [%]  wire length, um  vias up
met5                        0                0        -
met4                   0.4580                8        0
met3                    2.206              191        2
met2                    1.418              268       23
met1                    2.899              787      150
li1                         -                -      247
[synth_stat cells (all sizes together)]
library cell  number
dfxtp             64
[logic make-up (layout without fill, tap and decap cells)]
kind of cell / Yosys count / after routing / synth area share [%]
flip-flops: 64 / 64 / 100.0
buffers and inverters: 0 / 29 / 0
Power figures rest on the tool's default switching activity, not on a simulated workload.
