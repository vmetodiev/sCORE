==> design.v <==
`timescale 1ns / 1ps
`timescale 1ns / 1ps
`timescale 1ns / 1ps
module single_bit_or (
        input_a,
        input_b,
        output_c
    );
    input wire input_a;
    input wire input_b;
    output wire output_c;
    assign output_c = input_a | input_b;
endmodule
`timescale 1ns / 1ps
module single_bit_xor (
        input_a,
        input_b,
        output_c
    );
    input wire input_a;
    input wire input_b;
    output wire output_c;
    assign output_c = input_a ^ input_b;
endmodule
`timescale 1ns / 1ps
module single_bit_and (
        input_a,
        input_b,
        output_c
    );
    input wire input_a;
    input wire input_b;
    output wire output_c;
    assign output_c = input_a & input_b;
endmodule
module single_bit_full_adder (
            input_a,
            input_b,
            input_carry,
            output_sum,
            output_carry 
        );
    input wire input_a;
    input wire input_b;
    input wire input_carry;
    output wire output_sum;
    output wire output_carry;
    wire xor1_to_xor2;
    wire xor1_to_and2;
    wire and1_to_or;
    wire and2_to_or;
    single_bit_xor xor1 ( .input_a(input_a), 
                          .input_b(input_b),
                          .output_c(xor1_to_xor2) );
    single_bit_xor xor2 ( .input_a(xor1_to_xor2),
                          .input_b(input_carry),
                          .output_c(output_sum) );
    single_bit_and and1 ( .input_a(input_a),
                          .input_b(input_b),
                          .output_c(and1_to_or) );
    single_bit_and and2 ( .input_a(input_carry), 
                          .input_b(xor1_to_xor2),
                          .output_c(and2_to_or) );
    single_bit_or or1   ( .input_a(and2_to_or),
                          .input_b(and1_to_or),
                          .output_c(output_carry) );
endmodule
module multi_bit_full_adder 
    #(parameter N = 8)
        (
            input_a,
            input_b,
            input_carry,
            output_sum,
            output_carry 
        );
    input wire [N-1 : 0] input_a;
    input wire [N-1 : 0] input_b;
    input wire input_carry;
    output wire [N-1 : 0] output_sum;
    output wire output_carry;
    wire [N-1 : 0] carry_in_carry_out_chain;
    genvar i;
    generate
        for ( i = 0; i < N; i = i + 1 )
        begin
            if ( i == 0 )              
            begin
                single_bit_full_adder umulti_bit_full_adder (
                    .input_a(input_a[0]),
                    .input_b(input_b[0]),
                    .input_carry(input_carry),
                    .output_sum(output_sum[0]),
                    .output_carry(carry_in_carry_out_chain[0]) 
                );
            end
            else if ( i == (N - 1) )   
            begin
                single_bit_full_adder umulti_bit_full_adder (
                    .input_a(input_a[i]),
                    .input_b(input_b[i]),
                    .input_carry(carry_in_carry_out_chain[i-1]),
                    .output_sum(output_sum[i]),
                    .output_carry(output_carry) 
                );
            end
            else                       
            begin
                single_bit_full_adder umulti_bit_full_adder (
                    .input_a(input_a[i]),
                    .input_b(input_b[i]),
                    .input_carry(carry_in_carry_out_chain[i-1]),
                    .output_sum(output_sum[i]),
                    .output_carry(carry_in_carry_out_chain[i]) 
                );
            end
        end
    endgenerate
endmodule
==> run.sh <==
#!/bin/bash
# OpenROAD 26Q1-2900-gdf79404cd8, Yosys 0.63+post, stock flow scripts
make -C /OpenROAD-flow-scripts/flow DESIGN_CONFIG=/design/flow/config.mk WORK_HOME=/design/flow/orfs finish
==> config.mk <==
export PLATFORM = sky130hd
export DESIGN_NAME = multi_bit_full_adder
export DESIGN_NICKNAME = multi_bit_full_adder
export VERILOG_FILES = /design/flow/design.v
export SDC_FILE = /design/flow/constraint.sdc
export NUM_CORES = 4
export LEC_CHECK = 1
export CORE_AREA = 10 10 70 70
export DIE_AREA = 0 0 80 80
==> constraint.sdc <==
current_design multi_bit_full_adder

set clk_period 7.7
set clk_io_pct 0.2

create_clock -name clk0 -period $clk_period

set non_clock_inputs [all_inputs -no_clocks]
set_input_delay [expr $clk_period * $clk_io_pct] -clock clk0 $non_clock_inputs
set_output_delay [expr $clk_period * $clk_io_pct] -clock clk0 [all_outputs]
==> impl_metrics.env <==
# implementation run metrics
export IMPL_status="complete, no violations"
export IMPL_timing_final_crit_period_ns=7.26
export IMPL_area_growth_pct=108
export IMPL_nClkBuffers=0
export IMPL_swShare=0.256
export IMPL_routed_wl_um=713
export IMPL_power_frac_clock=0
export IMPL_final_cell_mix="clkdlybuf4s50_1 (26), fa_1 (8), inv_1 (5)"
export IMPL_p_comb_frac=1.000
export IMPL_worstMarginPinSlew_ns=0.101
export IMPL_drt_first_iter_violations=0
export IMPL_pwr_share_seq=0
export IMPL_slew_viol_final=0
export IMPL_seq_cells=0
export IMPL_critical_path_most_common_cell="fa_1"
export IMPL_die_h_um=80
export IMPL_worstPathCellList="clkdlybuf4s50_1, fa_1, fa_1, fa_1, fa_1, fa_1, fa_1, fa_1, inv_1, fa_1, inv_1, clkdlybuf4s50_1"
export IMPL_p_total_mw=0.0347
export IMPL_worstPathRequired_ns=6.16
export IMPL_synthDominantCellAreaShare=0.670
export IMPL_relSlewSlack=0.933
export IMPL_maxCapViolCount=0
export IMPL_power_density_mw_per_mm2=69.8
export IMPL_path_max_fanout=1
export IMPL_ys_cells=21
export IMPL_cp_start_kind="primary input"
export IMPL_ios=26
export IMPL_wire_per_inst_um=8.39
export IMPL_drtAntennaViolNets=0
export IMPL_synth_cell_area_um2=239
export IMPL_grt_pass1_wl_mm=1.05
export IMPL_finalClockPeriodUsage=0.943
export IMPL_top_area_cell="fa_1"
export IMPL_cts_hold_buf=0
export IMPL_ys_seq_share=0
export IMPL_die_width_um=80
export IMPL_setup_viol=0
export IMPL_p_int_mw=0.0258
export IMPL_io_buffer_count=26
export IMPL_post_route_util=0.145
export IMPL_layout_cells_non_filler=85
export IMPL_fillerInstances=388
export IMPL_grtUsageTotal=0.0205
export IMPL_total_leakage_power_nw=0.187
export IMPL_worstPathArrival_ns=5.72
export IMPL_cp_slowest_stage_delay_ns=0.47
export IMPL_cts_resized=0
export IMPL_grt_max_degree=2
export IMPL_crit_buf_inv=4
export IMPL_drive_above_1_share=0
export IMPL_postCtsSetupBuffers=0
export IMPL_fmax_mhz=138
export IMPL_fin_setup_tns_ns=0
export IMPL_synth_avg_cell_area_um2=11.4
export IMPL_die_area_mm2=0.00640
export IMPL_irDropWorstVdd_mv=0.0286
export IMPL_hold_viol_final=0
export IMPL_hold_path_class="in -> out"
export IMPL_netlist_instances=21
export IMPL_core_mm2=0.00342
export IMPL_ys_top_cells_by_area="fa_1 (67%), buf_4 (25%), inv_1 (7.9%)"
export IMPL_antenna_found_initial=0
export IMPL_via_per_inst=2.28
export IMPL_warnings=32
export IMPL_end_kind="output pin"
export IMPL_grt_pass1_vias=240
export IMPL_num_vias=194
export IMPL_crit_path_top_delay_cell="clkdlybuf4s50_1"
export IMPL_logic_area_um2=160
export IMPL_grt_overflow_total=0
export IMPL_dp_cells=85
export IMPL_synth_warnings=0
export IMPL_place_gp_congestion=0.837
export IMPL_mostFrequentLayoutCell="clkdlybuf4s50_1"
export IMPL_route_detailed_drc=0
export IMPL_critPathKind="in -> out"
export IMPL_hpwl_um=709
export IMPL_std_cell_rows=21
export IMPL_rsz0062_at_grt="false"
export IMPL_switchingPower_mw=0.00887
export IMPL_ys_types=3
export IMPL_cp_top_family="adder cells"
export IMPL_firstDrtPassIters=1
export IMPL_flop_area_um2=0
export IMPL_n_antenna_cell=0
export IMPL_initCoreUtil=0.0700
export IMPL_yosysChipArea_um2=239
-- power by group through the flow --
stage     Combinational [mW]  Sequential (mW)  Clock [mW]
6_report              0.0347                0           0
4_1_cts               0.0358                0           0
5_1_grt               0.0393                0           0
-- tightest hold or removal path, cell delays in order --
cell and delay (ns):
clkdlybuf4s50_1 0.40, inv_1 0.07, fa_1 0.16, inv_1 0.04
clkdlybuf4s50_1 0.40
-- synth_stat cells --
| cell type | instances |
|---|---|
| buf_4 | 8 |
| fa_1 | 8 |
| inv_1 | 5 |
-- worst paths after layout --
kind / startpoint / end / cells past startpoint
setup / recovery: input_a[0] / output_sum[7] / 12
hold / removal: input_b[7] / output_carry / 5
-- cells by family after synthesis --
group / Yosys count / synth area share
adders and majority gates: 8 / 0.670
buffers and inverters: 13 / 0.330
-- routing by layer --
layer | vias up | share of wire | GRT usage | wire (um)
li1 | 86 | - | - | -
met1 | 82 | 0.45 | 0.0284 | 322
met2 | 26 | 0.19 | 0.0169 | 133
met3 | 0 | 0.36 | 0.0284 | 257
met4 | 0 | 0 | 0 | 0
met5 | - | 0 | 0 | 0
-- layout make-up --
type | instances | area share
inverters | 5 | 0.0378
multi-input cells | 8 | 0.322
well taps | 46 | 0.116
repair buffers | 26 | 0.524
-- stage by stage --
step | setup WS [ns] | hold WS, ns | area [um^2]
6_report | 0.439 | 4.14 | 497
3_3_place_gp | 0.414 | 4.14 | 497
4_1_cts | 0.396 | 4.16 | 497
2_1_floorplan | 1.35 | 3.29 | 239
3_5_place_dp | 0.398 | 4.15 | 497
5_1_grt | 0.228 | 4.19 | 497
Power and IR drop assume default switching activity.
